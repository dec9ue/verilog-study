<file path="flow/config.mk">
export PLATFORM = sky130hd
export DESIGN_NAME = axi_write_burst_fixed
export DESIGN_NICKNAME = axi_write_burst_fixed
export VERILOG_FILES = /design/flow/design.v
export SDC_FILE = /design/flow/constraint.sdc
export NUM_CORES = 4
export LEC_CHECK = 1
export CORE_UTILIZATION = 50
</file>
<file path="flow/constraint.sdc">
current_design axi_write_burst_fixed

set clk_period 10.2
set clk_io_pct 0.2

create_clock -name clk0 -period $clk_period [get_ports {m_axi_aclk}]

set non_clock_inputs [all_inputs -no_clocks]
set_input_delay [expr $clk_period * $clk_io_pct] -clock clk0 $non_clock_inputs
set_output_delay [expr $clk_period * $clk_io_pct] -clock clk0 [all_outputs]
</file>
<file path="flow/design.v">
`timescale 1 ns / 1 ps
module axi_write_burst_fixed #(
  parameter integer C_M_AXI_ADDR_WIDTH	= 32,
  parameter integer C_M_AXI_DATA_WIDTH	= 64
) (
	input wire  m_axi_aclk,
	input wire  m_axi_aresetn,
	output reg [C_M_AXI_ADDR_WIDTH-1 : 0] m_axi_awaddr,
	output reg [2 : 0] m_axi_awprot = 3'b000,  
	output reg  m_axi_awvalid = 0,
	input wire  m_axi_awready,
	output reg [7 : 0] m_axi_awlen = 0,  
	output reg [2 : 0] m_axi_awsize = 3'b011,  
	output reg [1 : 0] m_axi_awburst = 1,  
	output reg m_axi_awlock = 0,  
	output reg [C_M_AXI_DATA_WIDTH-1 : 0] m_axi_wdata,
	output reg [C_M_AXI_DATA_WIDTH/8-1 : 0] m_axi_wstrb = {C_M_AXI_DATA_WIDTH/8{1'b1}},  
	output reg m_axi_wvalid = 0,
	input wire  m_axi_wready,
	output reg  m_axi_wlast = 0,
	input wire [1 : 0] m_axi_bresp,
	input wire  m_axi_bvalid,
	output reg  m_axi_bready = 1,  
	input wire run,
	input wire [C_M_AXI_ADDR_WIDTH-1 : 0] start_addr,
	input wire [9 : 0] byte_length,  
	output reg bram_read_enable = 0,
	output reg [9 : 0] bram_read_index = 0,
	input wire [C_M_AXI_DATA_WIDTH-1 : 0] bram_read_data
);
	localparam IDLE = 0;
	localparam STARTING = 1;
	localparam RUNNING = 2;
	localparam WAITING = 3;
	reg [1:0] status = IDLE;
	reg [C_M_AXI_DATA_WIDTH-1 : 0] read_data = 0;
	reg [9 : 0] rest_length;  
	always @(posedge m_axi_aclk)
	begin
		if ( m_axi_aresetn == 1'b0 )
		begin
			 m_axi_awaddr <= 0;
			 m_axi_awvalid <= 0;
			 m_axi_awlen <= 0;
			 m_axi_wdata <= 0;
			 m_axi_wvalid <= 0;
			 m_axi_wlast <= 0;
			 bram_read_enable <= 1;
			 bram_read_index <= 0;
			 read_data <= 0;
			 rest_length <= 0;
			 status <= IDLE;
		end
		else if ( status == IDLE)
		begin
			if( run == 1 && (byte_length>>3) > 0)
			begin
			 m_axi_awaddr <= start_addr;
			 m_axi_awvalid <= 1'b1;
			 m_axi_awlen <= (byte_length>>3)-1;
			 m_axi_wdata <= 0;
			 m_axi_wvalid <= 0;
			 m_axi_wlast <= 0;
			 bram_read_enable <= 1;
			 bram_read_index <= 0;
			 read_data <= bram_read_data;
			 rest_length <= (byte_length>>3)-1;
			 status <= STARTING;
			end
		end
		else if ( status == STARTING )
		begin
			if( m_axi_awready == 1 )
			begin
			 m_axi_awaddr <= 0;
			 m_axi_awvalid <= 0;
			 m_axi_awlen <= 0;
			 m_axi_wdata <= read_data;
			 m_axi_wvalid <= 1;
			 m_axi_wlast <= (rest_length == 0);
			 bram_read_enable <= 1;
			 bram_read_index <= bram_read_index + 1;  
			 read_data <= bram_read_data;  
			 rest_length <= rest_length;
			 status <= (rest_length == 0)? WAITING : RUNNING;
			end
		end
		else if ( status == RUNNING )
		begin
			if( m_axi_wready == 1 )
			begin
			 m_axi_awaddr <= 0;
			 m_axi_awvalid <= 0;
			 m_axi_awlen <= 0;
			 m_axi_wdata <= read_data;
			 m_axi_wvalid <= 1;
			 m_axi_wlast <= (rest_length == 0);
			 bram_read_enable <= 1;
			 bram_read_index <= bram_read_index + 1;
			 read_data <= bram_read_data;
			 rest_length <= rest_length - 1;
			 status <= (rest_length == 0)? WAITING : RUNNING;
			end
		end
		else if ( status == WAITING )
		begin
			if( m_axi_wready == 1 )
			begin
			 m_axi_awaddr <= 0;
			 m_axi_awvalid <= 0;
			 m_axi_awlen <= 0;
			 m_axi_wdata <= 0;
			 m_axi_wvalid <= 0;
			 m_axi_wlast <= 0;
			 bram_read_enable <= 1;
			 bram_read_index <= 0;
			 read_data <= 0;
			 rest_length <= 0;
			 status <= IDLE;
			end
		end
		else
		begin
		end
	end
endmodule
</file>
<file path="flow/run.sh">
#!/bin/bash
# OpenROAD 26Q1-2900-gdf79404cd8, Yosys 0.63+post, stock flow scripts
make -C /OpenROAD-flow-scripts/flow DESIGN_CONFIG=/design/flow/config.mk WORK_HOME=/design/flow/orfs finish
</file>
==> deck_impl_summary.md <==
Flow Results at a Glance

Outcome
  – Status: finished clean

Die
  – Die height: 125 um
  – Die Wd: 125 um
  – CORE AREA: 14,700 um2
  – Chip area: 15,700 um2
  – Row cnt: 44
  – FP Core Util: 51.9%
  – Io pins: 250

Hold path
  – Hold_sp: bram_read_enable$_SDFFE_PN1P_
  – Hold Path Depth: 1
  – Hold EP: bram_read_enable$_SDFFE_PN1P_
  – Worst Hold Class: reg -> reg

Timing
  – Setup violators final: 0
  – Skew final: 0.00667 ns
  – Max Fclk: 215 MHz
  – RSZ-0062 raised after global routing: no
  – Slew Viols, Final: 0
  – Worst-Margin Slew: 0.806 ns
  – Final Cycle Share: 45.6%
  – Post-route setup slack: 5.54 ns
  – Setup TNS: 0 ns
  – Final worst path period need: 4.66 ns
  – Final Hold Fails: 0
  – Max-slew headroom: 46.3%

Power
  – Leak: 3.67 nW
  – Power per cell area: 266 nW/um2
  – VDD IR max: 174 uV

Critical path
  – Crit Reg-Reg Endpoint: read_data[13]$_SDFFE_PN0P_
  – Setup crit end kind: flop
  – Register-to-register setup slack: 6.83 ns
  – Critical path arrival: 5.00 ns
  – Reg-to-Reg Start: m_axi_wvalid$_SDFFE_PN0P_
  – Slowest cell on the critical path: buf_4
  – Critical path buffers and inverters: 3
  – Required @ worst endpoint: 10.55 ns
  – Critical path's largest stage delay: 0.70 ns
  – Worst path cell trace: clkdlybuf4s50_1, inv_1, ha_1, a32oi_4, o21a_4, buf_4, nand3_1, a21oi_1
  – CP Class: in -> reg
  – Startpoint types: input port
  – Max Fanout on Critical Path: 73
  – CP delay by family, top: buffers and inverters
  – Path depth of the worst reg2reg path: 9

Placement
  – DP HPWL: 11,200 um
  – Dpl ws: 5.14 ns
  – Dpl cells: 1,239
  – I/O Buffers: 225
  – Global placement routability congestion: 0.854

Clocking
  – Reg clk slew, reported paths: 0.07 ns
  – Post-CTS Setup Inserts: 0
  – CTS tree: yes
  – # resized after CTS: 0
  – Hold buffers post-CTS: 0
  – Clk sinks: 193
  – Late-Pin Clk Latency: 0.42 ns
  – Clock Tree Root: clkbuf_16
  – CTS HTree Levels: 4
  – TritonCTS buffer count: 17
  – CTS max path bufs: 2

GRT
  – GRT Util Overall: 23.9%
  – Global-route wire length before repair: 30,100 um
  – Vias in the first global route: 6,239
  – Initial antenna violation count: 1
  – Overflow after GRT: 0
  – Largest net degree at the start of global routing: 74

Synthesis
  – Top area contributor share: 50.7%
  – Count leader, synth: dfxtp_1
  – Yosys warning tally: 1
  – Chip Area, Yosys: 7620 um2
  – Dominant Register Cell: dfxtp_1
  – Mapped Area: 7620 um2
  – Synth area leader: dfxtp_1
  – Distinct cells, synth: 54
  – FF+latch count, synth: 193
  – Seq share, synth: 50.7%
  – Top cells by count: 193 x dfxtp_1, 156 x a21oi_1, 154 x nand2_1, 137 x nand3_1, 34 x clkbuf_1
  – Fraction of registers with async set/reset: 0%
  – Gate Count Post-Synth: 894
  – Top post-synthesis cells by area: dfxtp_1 51%, a21oi_1 10%, nand3_1 9.0%
  – Number of cells in Yosys stat: 894
  – Post-synth EDFFs: 0
  – Mean Syn Cell Area: 8.53 um2

Layout
  – Area growth, synth to finish: 36.0%
  – Share of layout cells above drive strength 1: 4.88%
  – Cell Count, Final, Fillers Out: 1,271

Run
  – Count of tool warnings: 37
  – Max-cap violations: 0

Drt
  – Routed wire length: 18,100 um
  – Via count: 6,751
  – DR vias/cell: 5.31
  – Post-route DRC: 0
  – Ant. Diodes: 0
  – Wire per inst: 14.2 um
  – Iter 0 DRT Violations: 398
  – DR pass1 iterations: 25
  – Number of nets with antenna violations after routing: 0
[worst max path at each step]
stage	from	endpoint	slack [ns]	depth (start not counted)
after CTS	byte_length[3]	read_data[25]$_SDFFE_PN0P_	5.55	8
after global routing	byte_length[3]	read_data[3]$_SDFFE_PN0P_	5.27	8
final	byte_length[3]	read_data[13]$_SDFFE_PN0P_	5.54	8
[metrics by stage]
step | cell area, um2 | util (%) | hold WS [ns] | total power [mW]
after global placement | 9730 | 66.2 | 0.424 | 2.06
after global routing | 10400 | 70.6 | 0.468 | 2.95
after CTS | 10400 | 70.6 | 0.445 | 2.78
after floorplan | 7680 | - | 0.386 | 1.79
after detailed placement | 9730 | 66.2 | 0.424 | 2.07
final | 10400 | 70.6 | 0.440 | 2.76
[sequential cells by signal, indices dropped and copies added (netlist names)]
name and flops:
bram_read_index 10, m_axi_wvalid 1, m_axi_wlast 1, m_axi_wdata 64, rest_length 10, read_data 64, status 1, m_axi_awvalid 1
m_axi_awaddr 32, m_axi_awlen 8, bram_read_enable 1
[layer usage]
metal | track usage, % | wire length, um | vias up
met3 | 6.06 | 1440 | 13
li1 | - | - | 3435
met1 | 36.2 | 8180 | 3143
met2 | 37.0 | 8280 | 160
met5 | 0 | 0 | -
met4 | 2.94 | 187 | 0
[worst register-to-register path, stage by stage, from the launching register on]
cell,delay [ns]
dfxtp_1,0.43
inv_1,0.09
ha_1,0.20
buf_4,0.22
nor2b_1,0.21
a32oi_4,0.43
o21a_4,0.63
buf_4,0.71
nand3_1,0.22
a21oi_1,0.17
[cell usage in the layout, fill, tap and decap left out, drive strengths merged, types with 2 or more instances in the layout]
| cell | synthesis | layout |
|---|---|---|
| nor3 | 8 | 8 |
| o22ai | 3 | 3 |
| a32oi | 2 | 2 |
| dfxtp | 193 | 193 |
| inv | 10 | 12 |
| clkdlybuf4s50 | 0 | 225 |
| xnor2 | 2 | 2 |
| buf | 57 | 11 |
| nand2b | 3 | 3 |
| nand4 | 5 | 5 |
| nor4 | 2 | 2 |
| clkinv | 1 | 4 |
| a211oi | 2 | 2 |
| or4 | 3 | 3 |
| a21oi | 156 | 156 |
| nand2 | 154 | 154 |
| bufinv | 0 | 4 |
| xor2 | 3 | 3 |
| ha | 9 | 9 |
| o211ai | 2 | 2 |
| o21ai | 19 | 19 |
| nor2 | 21 | 21 |
| a22o | 33 | 33 |
| clkbuf | 34 | 21 |
| and2 | 3 | 3 |
| a31oi | 3 | 3 |
| nor2b | 2 | 2 |
| or3 | 3 | 3 |
| nand3 | 137 | 137 |
| o21a | 2 | 2 |
| and3 | 3 | 3 |
| clkinvlp | 0 | 2 |
| conb | 2 | 18 |
[power by group]
group / internal [mW] / leakage, nW / switching (mW)
Clock: 0.433 / 0.310 / 0.279
Sequential: 0.930 / 1.57 / 0.0897
Combinational: 0.381 / 1.79 / 0.643
[cells by family (layout without fill, tap and decap cells)]
group,Yosys count,after routing,synth area share (%)
and+or+nand+nor,349,349,21.1
AOI/OAI and AO/OA,233,233,18.2
DFF,193,193,50.7
buffers and inverters,102,279,7.76
adders and majority gates,9,9,1.48
xor gates and xnor gates,5,5,0.575
other,2,18,0.0985
muxes,1,1,0.131
[area by class of cell]
| cell class | instances | area [um2] |
|---|---|---|
| clock buffer | 21 | 470 |
| clock inverter | 11 | 175 |
| fill | 1179 | 4330 |
| inverter | 11 | 43.8 |
| multi-input combinational | 615 | 3250 |
| sequential | 193 | 3860 |
| tap | 184 | 230 |
| timing repair buffer | 236 | 2330 |
No activity file was given, so power comes from the tool's default toggle rates.
